[config.mk]
export PLATFORM = sky130hd
export DESIGN_NAME = cache_data_transfer
export DESIGN_NICKNAME = cache_data_transfer
export VERILOG_FILES = /design/flow/design.v
export SDC_FILE = /design/flow/constraint.sdc
export NUM_CORES = 4
export LEC_CHECK = 1
export CORE_AREA = 10 10 531 531
export DIE_AREA = 0 0 541 541
[constraint.sdc]
current_design cache_data_transfer

set clk_period 18.4
set clk_io_pct 0.2

create_clock -name clk0 -period $clk_period [get_ports {i_clk}]

set non_clock_inputs [all_inputs -no_clocks]
set_input_delay [expr $clk_period * $clk_io_pct] -clock clk0 $non_clock_inputs
set_output_delay [expr $clk_period * $clk_io_pct] -clock clk0 [all_outputs]
[design.v]
module addr_increment 
#(
    parameter AXI_ADDR_WIDTH = 64,
              INCR_VAL       = 64'd4
) 
(
    input  logic                          i_clk,
    input  logic                          i_axi_free,
    input  logic                          i_arst,
    input  logic                          i_enable,
    input  logic [ AXI_ADDR_WIDTH - 1:0 ] i_addr,
    output logic [ AXI_ADDR_WIDTH - 1:0 ] o_addr
);
    logic [ AXI_ADDR_WIDTH - 1:0 ] s_count;
    always_ff @( posedge i_clk, posedge i_arst ) begin
        if      ( i_arst     ) s_count <= '0;
        else if ( i_axi_free ) s_count <= '0;
        else if ( i_enable   ) s_count <= s_count + INCR_VAL;
    end
    assign o_addr = i_addr + s_count;
endmodule
module cache_data_transfer 
#(
    parameter AXI_DATA_WIDTH = 32,
              AXI_ADDR_WIDTH = 64,
              BLOCK_WIDTH    = 512,
              WORD_WIDTH     = 32,
              ADDR_INCR_VAL  = 64'd4
) 
(
    input  logic                          i_clk,
    input  logic                          i_arst,
    input  logic                          i_start_read,
    input  logic                          i_start_write,
    input  logic                          i_axi_done,
    input  logic [ BLOCK_WIDTH    - 1:0 ] i_data_block_cache,
    input  logic [ AXI_DATA_WIDTH - 1:0 ] i_data_axi,
    input  logic [ AXI_ADDR_WIDTH - 1:0 ] i_addr_cache,
    output logic                          o_count_done,
    output logic [ BLOCK_WIDTH    - 1:0 ] o_data_block_cache,
    output logic [ AXI_DATA_WIDTH - 1:0 ] o_data_axi,
    output logic [ AXI_ADDR_WIDTH - 1:0 ] o_addr_axi
);
    localparam COUNT_LIMIT = BLOCK_WIDTH/WORD_WIDTH;
    logic s_axi_free;
    assign s_axi_free = ~ ( i_start_read | i_start_write );
    counter # (
        .LIMIT ( COUNT_LIMIT - 1 ), 
        .SIZE  ( COUNT_LIMIT     )  
    ) COUNT0 (
        .i_clk      ( i_clk        ),
        .i_arst     ( i_arst       ),
        .i_enable   ( i_axi_done   ),
        .i_axi_free ( s_axi_free   ),
        .o_done     ( o_count_done )
    );
    addr_increment # (
        .AXI_ADDR_WIDTH ( AXI_ADDR_WIDTH ),
        .INCR_VAL       ( ADDR_INCR_VAL  )
    ) ADDR_INC0 (
        .i_clk      ( i_clk        ),
        .i_arst     ( i_arst       ),
        .i_axi_free ( s_axi_free   ),
        .i_enable   ( i_axi_done   ),
        .i_addr     ( i_addr_cache ),
        .o_addr     ( o_addr_axi   )
    );
    fifo # (
        .AXI_DATA_WIDTH ( AXI_DATA_WIDTH ),
        .FIFO_WIDTH     ( BLOCK_WIDTH    )
    ) FIFO0 (
        .i_clk         ( i_clk              ),
        .i_arst        ( i_arst             ),
        .i_write_en    ( i_axi_done         ),
        .i_axi_free    ( s_axi_free         ),
        .i_data        ( i_data_axi         ),
        .i_data_block  ( i_data_block_cache ),
        .o_data        ( o_data_axi         ),
        .o_data_block  ( o_data_block_cache )
    );
endmodule
module counter 
#(
    parameter LIMIT          = 4'b1111,
              SIZE           = 16 
) 
(   
    input  logic i_clk,
    input  logic i_arst,
    input  logic i_enable,
    input  logic i_axi_free,
    output logic o_done
);
    localparam WIDTH = $clog2( SIZE );
    logic [ WIDTH - 1:0 ] s_count;
    always_ff @( posedge i_clk, posedge i_arst ) begin
        if      ( i_arst     ) s_count <= '0;
        else if ( i_axi_free ) s_count <= '0;
        else if ( i_enable   ) s_count <= s_count + { { ( WIDTH - 1 ) { 1'b0 } }, 1'b1 }; 
    end
    always_ff @( posedge i_clk, posedge i_arst ) begin
        if      ( i_arst                                         ) o_done <= 1'b0;
        else if ( (s_count == LIMIT [ WIDTH - 1:0 ] ) & i_enable ) o_done <= 1'b1;
        else                                                       o_done <= 1'b0;
    end
endmodule
module fifo 
#(
    parameter AXI_DATA_WIDTH = 32,
              FIFO_WIDTH     = 512
) 
(
    input  logic                          i_clk,
    input  logic                          i_arst,
    input  logic                          i_write_en,
    input  logic                          i_axi_free,
    input  logic [ AXI_DATA_WIDTH - 1:0 ] i_data,
    input  logic [ FIFO_WIDTH     - 1:0 ] i_data_block,
    output logic [ AXI_DATA_WIDTH - 1:0 ] o_data,
    output logic [ FIFO_WIDTH     - 1:0 ] o_data_block
);
    always_ff @( posedge i_clk, posedge i_arst ) begin
        if      ( i_arst     ) o_data_block <= '0;
        else if ( i_axi_free ) o_data_block <= i_data_block;
        else if ( i_write_en ) o_data_block <= { i_data, o_data_block[ FIFO_WIDTH - 1:AXI_DATA_WIDTH ] }; 
    end
    assign o_data = o_data_block [ AXI_DATA_WIDTH - 1:0 ];
endmodule
[run.sh]
#!/bin/bash
# OpenROAD 26Q1-2900-gdf79404cd8, Yosys 0.63+post, stock flow scripts
make -C /OpenROAD-flow-scripts/flow DESIGN_CONFIG=/design/flow/config.mk WORK_HOME=/design/flow/orfs finish
==> summary.txt <==
flow finished, numbers: starting density of the core 0.111, Max stage delay on crit path between 0.8 and 0.9 ns, beginning of the worst register-to-register path ADDR_INC0.s_count[2]$_DFFE_PP0N_, number of buffers inserted to repair setup after CTS 0, sum of internal, switching and leakage power 4.76 mW, number of cells in the finished layout apart from fillers 7889, P_leak around 20 nW, origin of the worst min-delay path COUNT0.s_count[3]$_DFFE_PP0N_, worst hold path endpoint COUNT0.o_done$_DFF_PP0_, post-detailed-route wirelength per cell 32.4 µm, type of origin of the critical path input pin, clock tree from TritonCTS done, number of placed instances, taps included 7717, unrepaired setup endpoints after global routing no, design area 48900 µm², antenna violations before repair 79, post-route antenna net violation count 0, PD cells 97.2 nW/µm², first-pass detailed-route iteration total 5, Routed met3 length 27.7 mm, Critical Path Sink Type output port, Port Buffers 1217, overall overflow remaining after global route 0, I/O pin count 1222, critical path's most frequent cell o21ai_0, wire length of the first global-routing pass 326 mm, critical-path maximum fanout 4, core area around 270000 µm², Cells after Synth 3129, wl on met1 ~96 mm, start point of the critical path i_addr_cache[3], GRT Util Overall 0.172, CTS Hold Buffers Added 0, number of synthesized flops with an enable pin 0, Hold Path Class reg2reg, number of endpoints failing setup at the final stage 0, worst-case register-to-register setup slack 14.81 ns, placer congestion estimate 0.914, Slew Viols, Final 0, Yosys chip area 30100 µm², CTS clk-pin slew, worst paths 0.05 ns, initial drt markers 1889, level count of the clock H-tree 3, final worst path period share 0.633, setup slack of the critical path after layout about 6.8 ns, detailed-route DRC error count 0, top cells by area dfrtp_1 (48%), mux2i_1 (17%), o21ai_0 (9.4%), most frequent cells in the layout clkdlybuf4s50_1 (1216), nand2_1 (593), dfrtp_1 (579), o21ai_0 (564), mux2i_1 (514), setup clock skew after layout 0.0615 ns, master cell of the clock root buffer clkbuf_16, R2R cell count 9, fraction of layout instances using a drive strength above 1 0.0431, number of failing hold endpoints at the final stage 0, post-detailed-routing wire length 256 mm, arrival time worst endpoint 7.96 ns, dominant logic cell type in the layout clkdlybuf4s50_1, die outline area a little under 300000 µm², clk ins delay skew pair between 0.7 and 0.8 ns, Slew @ Worst Pin 0.955 ns, Post-Synthesis Mean Instance Area just under 10 µm², Horiz. Die Dim 541 µm, minimum period implied by the final worst setup slack 11.64 ns, worst slew margin relative to its limit 0.355, cell area after technology mapping about 30000 µm², Reg2Reg Capture Point ADDR_INC0.s_count[58]$_DFFE_PP0N_, number of cells in Yosys stat 3129, slowest cell on the critical path o41ai_1, Vert. Die Dim ~540 µm, list of cells traversed by the critical path clkdlybuf4s50_1, ha_1, a21o_1, a21oi_1, o21ai_0, a21o_1, a21oi_1, o21ai_0, o41ai_1, o21ai_0, xnor2_1, clkdlybuf4s50_1, predominant post-synthesis flop cell dfrtp_1, run status finished, final reports clean, DPL Wire Length 224 mm, per-cell via count in the routed design 3.71, required time worst endpoint 14.72 ns, YS warnings 3, most area-hungry cell type in the Yosys netlist dfrtp_1, vias in the first global route 30036, number of buffers added by the clock tree synthesis step 85, Cell variety after synth 55, highest routed metal layer met5, growth of design area from synthesis to finish 62.5%, sinks on the clock net between 500 and 600, number of rows created at floorplan approximately 190, Hold Path Stages 2, worst slack after detailed placement 6.71 ns, Max-Cap Viols 0, Longest Clk Path Bufs 4, #FFs+latches synth 579, proportion of synthesized chip area in sequential cells 0.481, cell area after placement 46100 µm², IR drop worst, VDD 0.0620 mV, pin count of the biggest net entering global routing about 170, area fraction of the dominant cell type after synthesis 0.481, Resized cells post-CTS 0, FFs w/ async S/R, synth 1.00, Setup Crit Path Kind in2out, total number of warnings across the stage logs 34, total negative setup slack 0 ns, maximum operating frequency 0.0859 GHz, wire length on met2 124 mm, via total after detailed routing about 29000
## state kept, by name, indices dropped and copies added, names as in the netlist
signal              cells
COUNT0.o_done           1
COUNT0.s_count          4
FIFO0.o_data_block    512
ADDR_INC0.s_count      62
## worst max-delay path by stage
stage / endpoint / slack [ns] / cells after the start
5_1_grt: o_addr_axi[43] / 6.59 / 12
6_report: o_addr_axi[43] / 6.76 / 12
4_1_cts: o_addr_axi[43] / 6.70 / 12
## kinds of logic after synthesis
| kind of cell | after synthesis | synth area share |
|---|---|---|
| DFF | 579 | 0.481 |
| AOI/OAI and AO/OA | 751 | 0.135 |
| buffers and inverters | 268 | 0.0379 |
| muxes | 514 | 0.171 |
| and+or+nand+nor | 841 | 0.116 |
| adders and majority gates | 63 | 0.0262 |
| xor gates and xnor gates | 113 | 0.0329 |
## area by class of cell
class | count | area (µm²)
Multi-Input combinational cell | 2282 | 14500
Inverter | 29 | 113
Sequential cell | 579 | 14500
Fill cell | 29746 | 222000
Clock inverter | 30 | 383
Timing Repair Buffer | 1257 | 12500
Clock buffer | 116 | 2390
Tap cell | 3570 | 4470
Antenna cell | 26 | 65.1
## metrics by stage
step	util	hold WS (ns)
floorplan	-	0.492
global placement	0.170	0.511
detailed placement	0.170	0.525
CTS	0.181	0.540
global route	0.181	0.583
finish	0.181	0.540
## critical path, delay by kind of cell
kind | cells | cell delay, ns
AOI/OAI and AO/OA | 8 | 2.77
buffers and inverters | 2 | 0.90
adders and majority gates | 1 | 0.33
xor gates and xnor gates | 1 | 0.26
## metal layers
metal	vias up	GRT usage
met1	14425	0.198
met4	12	0.0431
met5	-	0
met3	286	0.0793
met2	1343	0.288
li1	13212	-
## power breakdown
group / internal (mW) / switching (mW) / total (mW)
Combinational: 0.621 / 0.618 / 1.24
Clock: 1.01 / 0.691 / 1.70
Sequential: 1.46 / 0.358 / 1.82
Total: 3.09 / 1.67 / 4.76
## synthesized netlist by cell type, types with 2 or more instances
| library cell | instances |
|---|---|
| a21boi_0 | 3 |
| a21o_1 | 26 |
| a21oi_1 | 90 |
| a221o_1 | 3 |
| a221oi_2 | 2 |
| a311oi_1 | 3 |
| a31oi_1 | 9 |
| and2_1 | 7 |
| and2b_1 | 2 |
| and3_1 | 14 |
| and4_1 | 7 |
| buf_1 | 16 |
| buf_2 | 7 |
| buf_4 | 34 |
| clkbuf_1 | 182 |
| dfrtp_1 | 579 |
| ha_1 | 63 |
| inv_1 | 29 |
| mux2i_1 | 514 |
| nand2_1 | 593 |
| nand2b_1 | 4 |
| nand3_1 | 26 |
| nand4_1 | 37 |
| nor2_1 | 104 |
| nor2b_1 | 5 |
| nor3_1 | 16 |
| nor4_1 | 2 |
| o2111ai_1 | 2 |
| o211ai_1 | 3 |
| o21a_1 | 9 |
| o21ai_0 | 564 |
| o21bai_1 | 16 |
| o22ai_1 | 2 |
| o31a_1 | 3 |
| o31ai_1 | 6 |
| or2_2 | 5 |
| or3_1 | 12 |
| or4_1 | 2 |
| xnor2_1 | 60 |
| xor2_1 | 53 |
Power figures rest on the tool's default switching activity, not on a simulated workload.
